===== flow/config.mk =====
export PLATFORM = sky130hd
export DESIGN_NAME = encoder
export DESIGN_NICKNAME = encoder
export VERILOG_FILES = /design/flow/design.v
export SDC_FILE = /design/flow/constraint.sdc
export NUM_CORES = 4
export LEC_CHECK = 1
export CORE_AREA = 10 10 70 70
export DIE_AREA = 0 0 80 80

===== flow/constraint.sdc =====
current_design encoder

set clk_period 1.9
set clk_io_pct 0.2

create_clock -name clk0 -period $clk_period

set non_clock_inputs [all_inputs -no_clocks]
set_input_delay [expr $clk_period * $clk_io_pct] -clock clk0 $non_clock_inputs
set_output_delay [expr $clk_period * $clk_io_pct] -clock clk0 [all_outputs]

===== flow/design.v =====
module encoder(bcd, y);
    input [3:0] bcd;
    output reg [6:0] y;
    always @ (bcd) begin
        case (bcd)
            4'b0000: y = 7'b1111110;  
            4'b0010: y = 7'b1101101;
            4'b0011: y = 7'b1111001;
            4'b0100: y = 7'b0110011;
            4'b0101: y = 7'b1011011;
            4'b0001: y = 7'b0110000;
            4'b0110: y = 7'b1011111;
            4'b0111: y = 7'b1110000;
            4'b1000: y = 7'b1111111;
            4'b1001: y = 7'b1111011;
            4'b1010: y = 7'b1110111;
            4'b1011: y = 7'b0011111;
            4'b1100: y = 7'b1001111;
            4'b1101: y = 7'b0111101;
            4'b1110: y = 7'b1001111;
            4'b1111: y = 7'b1000111;
            default: y = 7'b0000000;
        endcase
    end
endmodule

===== flow/run.sh =====
#!/bin/bash
# OpenROAD 26Q1-2900-gdf79404cd8, Yosys 0.63+post, stock flow scripts
make -C /OpenROAD-flow-scripts/flow DESIGN_CONFIG=/design/flow/config.mk WORK_HOME=/design/flow/orfs finish

==> CHANGELOG.md <==
### Implementation results

- Register area: 0 sq um
- Gpl congestion: 0.806
- Crit path max fanout: 4
- Max incr delay on CP: 0.24 ns
- FP Core Util: 8.21%
- Slowest CP cell: dlygate4sd2_1
- Gr usage total: 2.70%
- Final worst path period share: 97.9%
- WP data required: 1.52 ns
- Tool Warnings: 38
- P&R area growth vs syn: 110%
- YS warnings: 1
- Iter 0 DRT Violations: 10
- Share of layout cells above drive strength 1: 58.2%
- Status: completed
- Hold Path Cell Cnt: 4
- Ant. Diodes: 0
- Hold Path Class: input port to primary output
- Pin count of the biggest net entering global routing: 8
- Die ar.: 0.00640 sq mm
- Routed via count: 306
- Die height: 80 um
- Core area: 0.00342 sq mm
- Chip Area, Yosys: 280 sq um
- Pre-antenna DRT Iters: 2
- Commonest Layout Cell: buf_4
- Leak: 0.249 nW
- Placed insts: 99
- Maximum clock rate: 538 MHz
- Arr. time, crit path: 1.48 ns
- Port-buffer cells: 11
- Routed len/inst: 8.50 um
- Final Hold Viols: 0
- Ports: 11
- Register share after synthesis: 0%
- Final WL: 858 um
- Critical path class: input port to primary output
- Initial antenna violation count: 0
- Slew headroom: 85.1%
- DRC: 0
- Slew Viols, Final: 0
- Max Cap Viol: 0
- P per Cell Area: 180 mW/mm^2
- Mapped Avg Cell Area: 8.76 sq um
- Distinct cells, synth: 18
- Routed Antenna Nets: 0
- Final setup violation count: 0
- # hold bufs at CTS: 0
- Dpl hpwl: 690 um
- Tightest Pin Transition: 0.222 ns
- Clock buffer count: 0
- Std-Cell Rows: 21
- Crit. End Element: primary output
- Post-synthesis cell area: 280 sq um
- Fin crit period: 1.86 ns
- Yosys Instances: 32
- Overall power: 0.000106 W
- Drt via density: 3.03
- End-of-flow core utilization: 17.3%
- Post-synthesis cell count: 32
- CP cell instances: buf_6 > inv_6 > buf_4 > ha_2 > or2b_1 > a31o_2 > dlygate4sd2_1
- GR Overflow Total: 0
- CP Launch Type: input port
- Non-Filler Instances: 101
- First-pass GRT wire length: 1480 um
- Most numerous logic cells after layout: 11 x buf_4, 6 x dlygate4sd2_1, 4 x ha_4, 4 x buf_6, 3 x inv_1
- Seq cells: 0
- Chip width: 80 um
- Worst VDD drop: 0.0425 mV
- Number of global-route vias before repair: 331
## cell usage after synthesis, types with 2 or more instances
cell type,instances,area (sq um)
a21oi_1,2,10.0
ha_1,7,87.6
inv_1,5,18.8
mux2_2,2,22.5
mux2i_1,2,20.0
nor2b_1,2,12.5
## routing by layer
metal	vias to the layer above	wire, um	GRT usage (%)
met1	138	403	3.70
met5	-	0	0
li1	157	-	-
met3	2	74	0.909
met4	0	10	0
met2	9	370	4.25
## cells by family after synthesis
family	Yosys count	share of synthesized area (%)
compound gates	6	16.5
fa+ha+maj	7	31.2
buf+inv	7	12.5
mux	5	24.6
simple gates	7	15.2
## critical path, delay by kind of cell
family	cells	cell delay (ns)
compound gates	1	0.20
buf+inv	4	0.52
simple gates	1	0.22
fa+ha+maj	1	0.16
## stage by stage
step                hold WS [ns]  worst slack [ns]  cell area, sq um  TNS [ns]
global placement            1.87            -0.696               522     -4.19
CTS                         1.26           0.00310               576         0
floorplan                  0.911             0.351               280         0
detailed placement          1.86            -0.730               522     -4.40
finish                      1.24            0.0408               589         0
global route                1.29           -0.0148               589   -0.0148
## power by group
group          internal, W  total (W)  switching (W)
clock network            0          0              0
registers                0          0              0
logic            0.0000651   0.000106      0.0000411
total            0.0000651   0.000106      0.0000411
## worst paths after layout
check	startpoint	to	slack, ns
worst max-delay path	bcd[1]	y[5]	0.04
worst min-delay path	bcd[3]	y[1]	1.24
## cell type report
cell class	instances	area [sq um]
repair buffers	25	200
inverters	5	23.8
multi-input cells	25	308
well taps	46	57.6
fillers	391	2830
## timing repair
item	in CTS	in global routing
gates resized	38	8
setup buffers	2	0
setup endpoints to repair	7	5
pin swaps	3	2
Power is estimated from default activity; no workload was simulated.
