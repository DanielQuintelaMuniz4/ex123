**./design.v**
```verilog
module meio_somador(A, B, S, C);
    input A, B;
    output S, C;
    assign S = A^B;
    assign C = A & B;
endmodule
module somador_completo(A, B, C_in, S, C_out);
    input A, B,C_in;
    output S, C_out;
    assign S = A^B^C_in;
    assign C_out = (B & C_in) | (A & C_in) | (A & B);
endmodule
module somador_8bits(A,B,S);
    input[7:0] A, B;
    output[8:0] S;
    wire[6:0] C;
meio_somador u1(A[0],B[0],S[0],C[0]);
somador_completo u2(A[1],B[1],C[0],S[1],C[1]);
somador_completo u3(A[2],B[2],C[1],S[2],C[2]);
somador_completo u4(A[3],B[3],C[2],S[3],C[3]);
somador_completo u5(A[4],B[4],C[3],S[4],C[4]);
somador_completo u6(A[5],B[5],C[4],S[5],C[5]);
somador_completo u7(A[6],B[6],C[5],S[6],C[6]);
somador_completo u8(A[7],B[7],C[6],S[7],S[8]);
endmodule
```
**./config.mk**
```make
export PLATFORM = sky130hd
export DESIGN_NAME = somador_8bits
export DESIGN_NICKNAME = somador_8bits
export VERILOG_FILES = /design/flow/design.v
export SDC_FILE = /design/flow/constraint.sdc
export NUM_CORES = 4
export LEC_CHECK = 1
export CORE_AREA = 10 10 70 70
export DIE_AREA = 0 0 80 80
```
**./run.sh**
```bash
#!/bin/bash
# OpenROAD 26Q1-2900-gdf79404cd8, Yosys 0.63+post, stock flow scripts
make -C /OpenROAD-flow-scripts/flow DESIGN_CONFIG=/design/flow/config.mk WORK_HOME=/design/flow/orfs finish
```
**./constraint.sdc**
```tcl
current_design somador_8bits

set clk_period 4.3
set clk_io_pct 0.2

create_clock -name clk0 -period $clk_period

set non_clock_inputs [all_inputs -no_clocks]
set_input_delay [expr $clk_period * $clk_io_pct] -clock clk0 $non_clock_inputs
set_output_delay [expr $clk_period * $clk_io_pct] -clock clk0 [all_outputs]
```
==> notes.md <==
fresh numbers from the pnr run: CTS Hold Bufs=0, final-layout clock buffer total=0, Core ar.=3420 um2, Via density=2.21, initial antenna violation count=0, PD cells=110 nW/um2, Finished Layout Cells=84, Post-Place Cells=84, Worst Setup End Kind=primary output, HP Start=A[0], status=complete, but fails checks, Net Sw Frac=28.9%, HP Class=in2out, vias in the first global route=208, synthesized area=239 um2, placed cell area=494 um2, Slew @ Worst Pin=99.7 ps, worst setup slack before clock tree synthesis=-1080 ps, routed len/inst=8.12 um, Log Warnings=35, hold endpoint=S[0], Slew HR=93.3%, Pint=0.0385 mW, site row count=21, switching power=0.0156 mW, Routed Wire Length=682 um, TNS Setup=-385 ps, most frequent logic cell in the layout=clkdlybuf4s50_1, GP Congestion=0.851, Final Setup Violations=2, sequential power share=0%, Final Cell Area=490 um2, layout cells sized above 1=42.1%, distinct lib cells=4, Worst VDD drop=0.0354 mV, Horiz. Die Dim=80 um, adder-cell share of the synthesized area=63.9%, Storage cell area=0 um2, failing checks=negative setup slack, yosys cell count=22, GRT Residual Overflow=0, startpoint types=input pin, aoi share=0%, Antenna Cells=0, Warnings, synthesis=0, Leak=0.183 nW, FP Core Util=7.00%, die area=6400 um2, num ports=25, initial drt markers=1, drt drc=0, Slew Limit Fails=0, crit path launch=B[0], dominant logic cell types in the final layout=clkdlybuf4s50_1, fa_2, inv_1, buf_2, Syn Area/Cell=10.9 um2, Final min period=4620 ps, DP HPWL=693 um, Die Ht=80 um, first-pass GRT wire length=1.01 mm, Port Buffer Count=25, fmax=0.216 GHz, Comb power frac=100.0%, filler cell count=395, Flop Count=0, class of the most critical setup path=in2out, DRT Pass-1 Iters=2, Syn Inst Count=22, hold path depth=3, utilization after layout=14.4%, area fraction in mux cells=0%, total track usage=1.93%, Yosys Chip Area=239 um2, RSZ-0062 raised after global routing=true, Data arrival, critical path=3760 ps, pin count of the biggest net entering global routing=2, worst-path fanout max=1, cycle use final=108%, P&R area growth vs syn=105%, Max Cap Viol=0, postcts setup bufs=0, Synth Area in Simple Gates=0%, Final ANT Viol Nets=0, main logic family after synthesis=adder cells, fin worst setup slack=-323 ps, Clock Power Share=0%, sequential area share after synthesis=0%, Final Hold Viols=0, XOR-XNOR Cells, Area Fraction=0%, WP data required=3440 ps, via count=186
## synthesized netlist by cell type
| library cell | number | area [um2] |
|---|---|---|
| buf_4 | 9 | 67.6 |
| fa_1 | 7 | 140 |
| inv_1 | 5 | 18.8 |
| ha_1 | 1 | 12.5 |
## worst max-delay path, cell delays in order
cell	delay, ps
buf_6	100
ha_4	150
fa_2	330
fa_2	340
fa_2	340
fa_2	350
fa_2	350
fa_2	340
inv_2	60
fa_2	420
inv_2	50
buf_2	80
## cells by family after synthesis
group	Yosys count
buffers and inverters	14
adder cells (fa/ha/maj)	8
## stage by stage
stage                     hold WS (ps)  total power [mW]
final                             2360            0.0541
after global routing              2380            0.0618
after detailed placement          2760            0.0605
after floorplan                   1890            0.0299
after CTS                         2360            0.0562
after global placement            2750            0.0602
## layout make-up
| class | instances | area, um2 | area share, % |
|---|---|---|---|
| Timing Repair Buffer | 25 | 231 | 47.2 |
| Multi-Input combinational cell | 8 | 183 | 37.2 |
| Tap cell | 46 | 57.6 | 11.7 |
| Inverter | 5 | 18.8 | 3.83 |
## worst max-delay path by stage
stage | endpoint | slack (ps)
CTS | S[7] | -520
global route | S[7] | -410
finish | S[7] | -320
## power by group through the flow
| stage | sequential [mW] | combinational [mW] | clock, mW |
|---|---|---|---|
| after CTS | 0 | 0.0562 | 0 |
| after global routing | 0 | 0.0618 | 0 |
| final | 0 | 0.0541 | 0 |
## routing by layer
metal | vias up | GRT usage (%) | wire length, um
met5 | - | 0 | 0
li1 | 85 | - | -
met3 | 0 | 1.14 | 159
met1 | 77 | 3.09 | 355
met4 | 0 | 0 | 0
met2 | 24 | 2.17 | 166
## timing repair
item / CTS / global route
resized: 25 / 3
hold endpoints to repair: 0 / 0
setup endpoints to repair: 5 / 3
pin swaps: 8 / 7
Power figures rest on the tool's default switching activity, not on a simulated workload.
